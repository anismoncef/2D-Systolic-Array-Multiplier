$ cat flow/run.sh
#!/bin/bash
# OpenROAD 26Q1-2900-gdf79404cd8, Yosys 0.63+post, stock flow scripts
make -C /OpenROAD-flow-scripts/flow DESIGN_CONFIG=/design/flow/config.mk WORK_HOME=/design/flow/orfs finish
$ cat flow/config.mk
export PLATFORM = sky130hd
export DESIGN_NAME = systolic_array_2x2
export DESIGN_NICKNAME = systolic_array_2x2
export VERILOG_FILES = /design/flow/design.v
export SDC_FILE = /design/flow/constraint.sdc
export NUM_CORES = 4
export LEC_CHECK = 1
export CORE_UTILIZATION = 40
$ cat flow/constraint.sdc
current_design systolic_array_2x2

set clk_period 8.9
set clk_io_pct 0.2

create_clock -name clk0 -period $clk_period [get_ports {clk}]

set non_clock_inputs [all_inputs -no_clocks]
set_input_delay [expr $clk_period * $clk_io_pct] -clock clk0 $non_clock_inputs
set_output_delay [expr $clk_period * $clk_io_pct] -clock clk0 [all_outputs]
$ cat flow/design.v
module systolic_array_2x2 #(
  parameter BITWIDTH = 4,
  parameter N = 4,
  parameter OUTWIDTH = 8
  )
(
    input  wire                     clk,
    input  wire                     reset,
    input  wire                     preload_en,        
    input  wire  [BITWIDTH-1:0]     din0, din1,  
    output logic [OUTWIDTH-1:0]     dout0, dout1,  
    output logic                    valid_out          
);
reg [BITWIDTH-1:0] w00, w01, w10, w11;
reg [OUTWIDTH-1:0] p00, p01, p10, p11;
reg [BITWIDTH-1:0] in0, in1;
reg state;
always @(posedge clk or posedge reset) begin
    if (reset) begin
        {w00, w01, w10, w11} <= 0;
        {p00, p01, p10, p11} <= 0;
        {in0, in1} <= 0;
        {dout0, dout1} <= 0;
        valid_out <= 0;
        state <= 0;
    end else begin
        valid_out <= ~preload_en;  
        if (preload_en) begin
            if (~state) {w00, w01} <= {din0, din1};
            else {w10, w11} <= {din0, din1};
            state <= ~state;
        end else begin
            in0 <= din0;       
            in1 <= in0;        
            p00 <= $signed(in0) * $signed(w00);
            p10 <= $signed(in0) * $signed(w10) + p00;
            p01 <= $signed(in1) * $signed(w01) + p00;
            p11 <= $signed(in1) * $signed(w11) + p01 + p10 - p00;
            dout0 <= p01;
            dout1 <= p11;
        end
    end
end
endmodule
==> flow_summary_export.csv <==
group,metric,value,unit
sta,setup_tns,0,ns
finish,layout-drive-gt1-share,15.4,%
grt,grt_pass1_wl,17800,µm
sta,rsz0062_at_grt,"no",
sta,setup_viol,0,
detailed_routing,num_vias,3636,
grt,grt_use_total,16.0,%
sta,finalHoldViolCount,0,
clocking,ctsLongestPathBuffers,2,
floorplan,top_level_ports,28,
setup_path,reg2regPathDepth,13,
floorplan,fp_util,41.3,%
grt,grt_pass1_vias,3719,
setup_path,critical_path_class,"register to register",
synthesis,ff_type,"dfrtp_1",
sta,slew_headroom,53.4,%
detailed_routing,drt-met1-wl,4690,µm
placement,dp_worst_setup_slack,4.83,ns
setup_path,crit_path_max_fanout,9,
finish,utilization,46.9,%
setup_path,reg2reg_slack,4.80,ns
sta,fin_worst_skew,0.00554,ns
detailed_routing,drt_iter0_drc,150,
placement,port_buffers,27,
finish,finalNonFillerCells,737,
outcome,outcome,"complete, no violations",
detailed_routing,route.met3.wl,524,µm
clocking,cts_setup_buffers,0,
floorplan,die_width,122,µm
setup_path,cp_common_cell,"fa_1",
min_path,min_from,"p10[4]",
synthesis,yosysWarningCount,1,
placement,postPlaceCellArea,6210,µm²
detailed_routing,vias_per_cell,4.93,
synthesis,ys_cells,527,
min_path,hold_path.class,"register to register",
clocking,h-tree-depth,3,
synthesis,ys_area,5780,µm²
synthesis,synth_cell_types,43,
clocking,holdBufCountCts,0,
clocking,cts.clk_slew.worst_paths,0.06,ns
detailed_routing,top_layer,"met4",
clocking,cts_tree,"done",
setup_path,crit_buf_inv,2,
synthesis,async_reset_ff_share,100,%
setup_path,rr_startpoint,"in1[0]",
detailed_routing,route.met2.wl,5150,µm
grt,antenna_found_initial,0,
synthesis,edf_count,0,
sta,min_period_over_period,46.0,%
detailed_routing,diodes,0,
min_path,hold_end,"p10[4]",
detailed_routing,drc,0,
clocking,cts_root_buf,"clkbuf_16",
sta,drv_slew,0,
clocking,clkSinkCount,74,
placement,placedCellCount,722,
clocking,cts_inserted_buffers,9,
detailed_routing,antenna_left,0,
setup_path,crit_path_start_kind,"register",
finish,layout_top_cell,"inv_1",
sta,tightest_slew,0.699,ns
synthesis,ys_seq_share,32.0,%
synthesis,netlist_instances,527,
setup_path,r2r-end,"p11[7]",
placement,gp_congestion,0.871,
setup_path,worstPathRequired,9.15,ns
synthesis,synth-seq-cells,74,
synthesis,synth_area,5780,µm²
job,warnings,25,
sta,whs,0.489,ns
sta,finalCriticalPeriod,4.10,ns
setup_path,critPathCaptureType,"register",
setup_path,max_stage_delay,0.55,ns
clocking,clock_latency,0.34,ns
detailed_routing,wl_per_cell,14.2,µm
setup_path,crit_slowest_cell,"fa_1",
setup_path,crit_family,"adder cells",
setup_path,cp_data_arrival_time,4.35,ns
clocking,cts.repair.resized,0,
sta,max_freq,0.244,GHz
placement,dpl.hpwl,8090,µm
detailed_routing,first_pass_iters,4,
min_path,hold_depth,2,
floorplan,die_y,122,µm
finish,synthToLayoutAreaGrowth,13.4,%
floorplan,core_area,14000,µm²
detailed_routing,postRouteWirelength,10500,µm
job,cap_violations,0,
floorplan,die_area,14900,µm²
grt,gr-total-overflow,0,
sta,fin_ws,4.80,ns
setup_path,path_cells,"and2_1 > fa_1 > inv_1 > fa_1 > fa_1 > inv_1 > ha_1 > ha_1 > fa_1 > a211oi_2 > o21ai_4 > and3_1 > a221oi_2",
finish,most-common-layout-cells,"inv_1, dfrtp_1, ha_1, mux2_2, fa_1",
synthesis,synth_area_per_cell,11.0,µm²
finish,stdcell_area,6550,µm²
grt,grt_max_degree,60,
floorplan,fp-row-count,43,
## area by class of cell
cell class	instances	area, µm²
Clock buffer	10	239
Clock inverter	5	103
Fill cell	1254	7430
Inverter	97	365
Multi-Input combinational cell	342	3490
Sequential cell	74	1850
Tap cell	180	225
Timing Repair Buffer	29	280
## cells in the mapped netlist (2+ instances only)
master / number / area [µm²]
clkbuf_1: 3 / 11.3
nor2_1: 5 / 18.8
a221oi_1: 3 / 26.3
a211oi_1: 2 / 15.0
a211oi_2: 4 / 50.1
nand2b_1: 4 / 25.0
a21oi_1: 8 / 40.0
o21ai_0: 23 / 115
nand2_1: 46 / 173
a211o_1: 2 / 17.5
nor2b_1: 2 / 12.5
xnor2_1: 12 / 105
and2_1: 33 / 206
a221oi_2: 2 / 30.0
fa_1: 49 / 981
ha_1: 57 / 713
dfrtp_1: 74 / 1850
nor4b_1: 2 / 17.5
xor2_1: 3 / 26.3
buf_2: 10 / 50.1
and2_2: 2 / 15.0
nand3_1: 2 / 10.0
a2111o_1: 2 / 22.5
mux2_2: 51 / 574
xnor3_1: 2 / 45.0
o21ai_1: 2 / 10.0
o211ai_1: 2 / 15.0
a21o_1: 8 / 60.1
inv_1: 97 / 364
xnor2_2: 2 / 32.5
## worst reg2reg max path, cell delays in order (launching register included)
cell,delay [ns]
dfrtp_1,0.45
and2_1,0.21
fa_1,0.50
inv_1,0.05
fa_1,0.46
fa_1,0.55
inv_1,0.04
ha_1,0.27
ha_1,0.23
fa_1,0.44
a211oi_2,0.32
o21ai_4,0.10
and3_1,0.18
a221oi_2,0.22
## sequential cells by signal, indices dropped and copies added (netlist names)
| name | cells |
|---|---|
| dout0 | 8 |
| dout1 | 8 |
| p00 | 8 |
| p01 | 8 |
| p10 | 8 |
| p11 | 8 |
| in0 | 4 |
| in1 | 4 |
| w00 | 4 |
| w01 | 4 |
| w10 | 4 |
| w11 | 4 |
| state | 1 |
| valid_out | 1 |
## worst max path at each step
stage,endpoint,startpoint,depth (start not counted),slack [ns]
after CTS,p11[7],in1[0],13,4.78
final,p11[7],in1[0],13,4.80
after global routing,p11[7],in1[0],13,4.59
## layer usage
layer | global-route usage [%] | vias to the layer above
met5 | 0 | -
met4 | 1.37 | 0
met3 | 4.06 | 7
met2 | 25.4 | 54
met1 | 23.8 | 1813
li1 | - | 1762
## kinds of logic (layout without fill, tap and decap cells)
kind of cell | after synthesis | after routing | synth area share [%]
AND-OR/OR-AND | 64 | 64 | 8.03
XOR/XNOR | 20 | 20 | 4.03
flip-flops | 74 | 74 | 32.0
multiplexers | 51 | 51 | 9.94
adder cells (fa/ha/maj) | 106 | 106 | 29.3
buffers and inverters | 111 | 141 | 7.56
AND/OR/NAND/NOR | 101 | 101 | 9.07
