<file path="/design/flow/design.v">
module pe #(
    parameter BITWIDTH = 4,
    parameter OUTWIDTH = 2*BITWIDTH
    ) (
    input                           clk,
    input                           compute_en,
    input                           reset,
    input                           load_weights,
    input        [BITWIDTH -1:0]    in_data,     
    input        [BITWIDTH -1:0]    in_weight,   
    output logic [BITWIDTH -1:0]    out_data,    
    output logic [BITWIDTH -1:0]    out_weight,  
    output logic [OUTWIDTH -1:0]    out_result   
);
logic res_res ;
always @(posedge clk) begin
    if (reset) begin
        out_data    <= 0;
        out_weight  <= 0;
        out_result  <= 0;
        res_res     <= 0;
    end 
    else 
    begin
        if (load_weights) 
        begin
            out_result  <= 0;
        end else if (compute_en) begin
            out_data    <= in_data;
            out_weight  <= in_weight;
            out_result  <= out_result + (in_data * in_weight);
        end
    end
end
endmodule
</file>
<file path="/design/flow/run.sh">
#!/bin/bash
# OpenROAD 26Q1-2900-gdf79404cd8, Yosys 0.63+post, stock flow scripts
make -C /OpenROAD-flow-scripts/flow DESIGN_CONFIG=/design/flow/config.mk WORK_HOME=/design/flow/orfs finish
</file>
<file path="/design/flow/constraint.sdc">
current_design pe

set clk_period 4.6
set clk_io_pct 0.2

create_clock -name clk0 -period $clk_period [get_ports {clk}]

set non_clock_inputs [all_inputs -no_clocks]
set_input_delay [expr $clk_period * $clk_io_pct] -clock clk0 $non_clock_inputs
set_output_delay [expr $clk_period * $clk_io_pct] -clock clk0 [all_outputs]
</file>
<file path="/design/flow/config.mk">
export PLATFORM = sky130hd
export DESIGN_NAME = pe
export DESIGN_NICKNAME = pe
export VERILOG_FILES = /design/flow/design.v
export SDC_FILE = /design/flow/constraint.sdc
export NUM_CORES = 4
export LEC_CHECK = 1
export CORE_UTILIZATION = 30
</file>
==> out/qor.txt <==
Initial DRC Count = 14
Clk sinks = 16
Row cnt = 23
IO Pins = 28
Worst-path clk slew = 0.06 ns
Critical Path RT = 4.78 ns
Maximum clock path buffer count = 2
Chip Height = 66.9 um
Seq/Total Area, Yosys = 25.4%
Hold path start = out_data[1]$_SDFFE_PP0P_
# Cells Yosys = 140
Slowest stage cell on the critical path = clkdlybuf4s50_1
Worst-path maximum fanout = 5
All-Layer GR Usage = 11.7%
Internal cell power = 0.279 mW
Post_cts resized = 0
Comb power frac = 35.8%
Post CTS Setup Buffer Count = 0
Max Slew Vio Count = 0
Logic area = 853 um^2
CTS tree = yes
Worst hold path type = reg2reg
Max_slew headroom = 60.2%
Die area = 4470 um^2
Clk latency late pin = 0.25 ns
Clock Power Share = 26.3%
Hold buffers post-CTS = 0
Fin area = 1630 um^2
Most frequent cells in the layout = clkdlybuf4s50_1, inv_1, nor2_1
Sw Share = 30.4%
Tool warning count = 25
Buffers on Ports = 27
Min Tclk post-route = 4.19 ns
DR DRC count = 0
Syn Std Cell Area = 1260 um^2
Clk_skew = 0.000737 ns
Buf/Inv on CP = 2
Achievable frequency = 0.239 GHz
WP data arrival = 4.37 ns
Cell Type Count = 29
Tcrit/Tclk final = 91.0%
YS chip area = 1260 um^2
GP Congestion = 0.862
Total leakage power = 0.708 nW
Worst r2r src = out_result[2]$_SDFFE_PP0P_
Sequential Power Share = 37.9%
Post-DP HPWL = 1.91 mm
Grt total ovfl = 0
Initial Util = 31.3%
Syn avg cell area = 9.02 um^2
Largest net degree at the start of global routing = 16
Post-DR vias/cell = 4.56
CTS Buf Count = 3
Finish-stage setup viols = 0
Fillers = 412
PnR worst setup slack = 0.414 ns
Fin. Hold Viols = 0
Total negative setup slack = 0 ns
Critical path class = in2reg
Final ANT Viol Nets = 0
Cell Area, Placed = 1590 um^2
Core ar. = 4030 um^2
Top delay family on crit path = adder cells
Routed vias = 990
NetSw = 0.122 mW
Ys Warns = 1
Inserted Diodes = 0
Layout cells sized above 1 = 3.59%
Clock root buffer = clkbuf_8
Max-cap violations = 0
Power Dens Cells = 247 nW/um^2
RSZ-0062 raised after global routing = false
Outcome = finished, final reports clean
Worst VDD drop = 0.0917 mV
Crit path launch = in_weight[3]
FF+latch area = 320 um^2
Startpoint class of the critical path = primary input
Horiz. Die Dim = 66.9 um
Critical path, cell by cell = clkdlybuf4s50_1 > nand2_1 > fa_1 > fa_1 > fa_1 > inv_1 > ha_1 > nand2b_1 > a21oi_1 > a41oi_1 > a21o_1 > a21oi_2
Crit-path max cell delay = 0.55 ns
Commonest Layout Cell = clkdlybuf4s50_1
Worst-Margin Slew = 0.595 ns
Area grow syn2layout = 28.8%
Global-route wire length before repair = 3.95 mm
Vias in the first global route = 922
H-tree lvl count = 1
Detailed Route WL = 2.39 mm
Crit. End Element = flip-flop
DR pass1 iterations = 4
Flip-flop and latch count after synthesis = 16
DP Worst Slack = 0.174 ns
Initial antenna violation count = 0
Most used cell along the critical path = fa_1
DR WL/cell = 11.0 um
Cell count after synthesis = 140
## power by group through the flow
stage                 Sequential (mW)  Combinational (mW)  Clock, mW
after global routing            0.154               0.164      0.117
after CTS                       0.152               0.146      0.111
final                           0.152               0.144      0.105
## cell usage after synthesis, drive strengths merged
master  instances  area [um^2]
a211oi          1         7.51
a21boi          1         11.3
a21o            2         15.0
a21oi           5         28.8
a41oi           1         8.76
and2            9         56.3
buf             3         13.8
clkbuf          1         3.75
dfxtp          16          320
fa              9          180
ha             15          188
inv            19         71.3
mux2i          14          140
nand2          11         41.3
nand2b          1         6.26
nand3           2         10.0
nor2           17         63.8
nor2b           2         12.5
nor3            1         5.00
o21ai           2         10.0
o311ai          1         8.76
o32a            1         10.0
or2             1         6.26
or2b            1         7.51
or4b            1         10.0
xnor2           2         17.5
xor2            1         8.76
## worst paths after layout
kind / end / slack (ns) / depth (start not counted)
setup / recovery: out_result[7]$_SDFFE_PP0P_ / 0.41 / 12
hold / removal: out_data[1]$_SDFFE_PP0P_ / 0.49 / 2
setup reg to reg: out_result[7]$_SDFFE_PP0P_ / 2.12 / 8
hold reg to reg: out_data[1]$_SDFFE_PP0P_ / 0.49 / 2
## state kept, by name, indices dropped and copies added, names as in the netlist
register and cells:
out_weight 4, out_data 4, out_result 8
## cells by family (layout without fill, tap and decap cells)
family / after synthesis / in the layout / share of synthesized area, %
AOI/OAI and AO/OA: 14 / 14 / 7.93
xor gates and xnor gates: 3 / 3 / 2.08
adders and majority gates: 24 / 24 / 29.1
buffers and inverters: 23 / 50 / 7.04
DFF: 16 / 16 / 25.4
muxes: 14 / 14 / 11.1
and+or+nand+nor: 46 / 46 / 17.3
## per-layer routing
layer	GRT usage (%)	wire, um
met4	1.33	12
met1	18.8	1220
met5	0	0
met2	17.0	1080
met3	2.08	72
## final cells by class
class	count	share of cell area (%)
tap	50	3.85
inverter	19	4.38
clock buffer	3	2.54
multi-input combinational	101	52.5
timing repair buffer	28	17.1
sequential	16	19.7
## tightest hold or removal path: stages (launching register included)
cell and delay (ns):
dfxtp_1 0.32, mux2i_1 0.07, nor2_1 0.07
## metrics by stage
step	utilization (%)	power [mW]	instances	hold WS, ns
floorplan	-	0.253	140	0.437
global placement	39.3	0.298	214	0.473
detailed placement	39.3	0.300	214	0.482
CTS	40.4	0.409	217	0.498
global route	40.4	0.434	217	0.532
finish	40.4	0.401	217	0.493
No activity file was given, so power comes from the tool's default toggle rates.
