`constraint.sdc`:
```
current_design fsm

set clk_period 3.4
set clk_io_pct 0.2

create_clock -name clk0 -period $clk_period [get_ports {clk}]

set non_clock_inputs [all_inputs -no_clocks]
set_input_delay [expr $clk_period * $clk_io_pct] -clock clk0 $non_clock_inputs
set_output_delay [expr $clk_period * $clk_io_pct] -clock clk0 [all_outputs]
```
`design.v`:
```
module fsm #(
    parameter ADDR_W = 10
    ) (
    input                           clk,
    input                           start,
    input                           reset,
    output logic                    load_weights,   
    output logic                    load_inputs,    
    output logic                    store_outputs, 
    output logic                    ren, 
    output logic                    wen, 
    output logic [ADDR_W -1:0]      address_o, 
    input                           valid_out 
);
reg work_in_progress    ;
reg waiting_valid        ;
always @(posedge clk) begin
    if (reset) begin
        load_weights        <= '0;
        load_inputs         <= '0;
        store_outputs       <= '0;
        work_in_progress    <= '0;
        address_o           <= '0;
        ren                 <= '0;
        wen                 <= '0;
    end 
    else if (work_in_progress) 
    begin
        if (load_weights) begin
            address_o           <=  address_o + 1 ;
            ren                 <=  1;
            wen                 <= '0;
            if (address_o == 16) 
            begin
                load_weights    <= '0;
                load_inputs     <=  1;
            end
        end 
        else if (load_inputs) 
        begin
            address_o           <=  address_o + 1 ;
            ren                 <=  1;
            wen                 <= '0;
            if (address_o == 32) 
            begin
                load_inputs     <= '0;
                waiting_valid   <=  1;
            end
        end
        else if (valid_out && waiting_valid)
        begin
            store_outputs       <= 1 ;
            waiting_valid       <= 0 ;
            address_o           <= 32;
            wen                 <= '0;
            ren                 <= '0;
        end
        else if (store_outputs) 
        begin
            wen                 <=  1;
            ren                 <= '0;
            address_o           <=  address_o + 1 ;
            if (address_o == 48) 
            begin
                store_outputs   <= '0;
                work_in_progress<= '0;
                ren             <= '0;
                wen             <= '0;
            end
        end
        else if (!waiting_valid)
        begin
            load_weights        <= '0;
            address_o           <=  address_o ;
            ren                 <= '0;
            wen                 <= '0;
        end
    end else if (start)
    begin
        work_in_progress        <=  1;
        load_weights            <=  1;
        ren                     <=  1;
        wen                     <= '0;
    end
end    
endmodule
```
`config.mk`:
```
export PLATFORM = sky130hd
export DESIGN_NAME = fsm
export DESIGN_NICKNAME = fsm
export VERILOG_FILES = /design/flow/design.v
export SDC_FILE = /design/flow/constraint.sdc
export NUM_CORES = 4
export LEC_CHECK = 1
export CORE_AREA = 10 10 84 84
export DIE_AREA = 0 0 94 94
```
`run.sh`:
```
#!/bin/bash
# OpenROAD 26Q1-2900-gdf79404cd8, Yosys 0.63+post, stock flow scripts
make -C /OpenROAD-flow-scripts/flow DESIGN_CONFIG=/design/flow/config.mk WORK_HOME=/design/flow/orfs finish
```
==> results.py <==
# Generated from Yosys and OpenROAD reports
metrics = {
    "timing": {
        "slew_headroom": 0.6534,
        "fin_skew_ns": 0.002235,
        "finalSetupViolCount": 0,
        "rsz0062_at_grt": "false",
        "tightestPinTransition_ns": 0.5188,
        "finalClockPeriodUsage": 0.6033,
        "setup_tns_ns": 0,
        "finalMaxSlewViolations": 0,
        "max_freq_ghz": 0.4875,
        "hold_viol": 0,
        "period_minus_slack_ns": 2.051,
        "holdWs_ns": 0.4612,
    },
    "outcome": {
        "status": "finished, final reports clean",
    },
    "logic_synthesis": {
        "yosys_warnings": 1,
        "compound_area_frac": 0.1954,
        "avgSynthCellArea_um2": 8.771,
        "synth_area_um2": 877.1,
        "top_logic_kind": "simple AND/OR/NAND/NOR gates",
        "yosys_register_bits": 17,
        "ys_cells": 100,
        "synth_cell_types": 34,
        "yosysChipArea_um2": 877.1,
        "ys_sh_mux": 0,
        "syn_inst": 100,
        "synthAdderAreaFrac": 0.02853,
        "postSynthSeqShare": 0.3994,
        "ys_sh_simple": 0.2996,
        "ys_sh_xor": 0.04993,
    },
    "worst_setup_path": {
        "critPathRequiredTime_ns": 3.57,
        "cp_max_fo": 6,
        "startpoint_type": "primary input",
        "path_cells": "clkdlybuf4s50_1 -> a2111o_1 -> nand2_1 -> or3b_1 -> a21oi_1",
        "critical_path_class": "primary input to flop",
        "crit_slowest_cell": "clkdlybuf4s50_1",
        "slowest_delay_ns": 0.63,
        "critical_path_arrival_ns": 2.23,
        "endpoint_kind": "flop",
    },
    "power_and_ir_drop": {
        "peakVddDrop_uv": 137.8,
        "internal_power_mw": 0.3079,
        "pwr-share-comb": 0.099,
        "p_per_area_nw_per_um2": 342.9,
        "netSwitchingFraction": 0.2405,
        "leakage_nw": 0.3857,
        "seqPwrFrac": 0.530,
        "power.share.clock": 0.371,
        "power_switching_mw": 0.09751,
    },
    "cells_and_area": {
        "finish.utilization": 0.2272,
        "nFillCells": 569,
        "flop_area_um2": 350.3,
        "syn_to_final_growth_pct": 34.81,
        "logic_area_um2": 503.0,
        "drive_above_1_share": 0.09167,
    },
    "worst_hold_path": {
        "hp-class": "flop to flop",
    },
    "drt": {
        "initialDrtViolationCount": 23,
        "vias": 790,
        "vias_per_cell": 4.158,
        "wl_per_cell_um": 12.32,
        "antenna_cells": 0,
        "first_pass_iters": 4,
        "ant_nets": 0,
        "drc": 0,
        "wl_mm": 2.341,
    },
    "global_routing": {
        "antenna_found_initial": 0,
        "overflow": 0,
        "grt_pass1_vias": 770,
        "grt_start_max_net_pins": 13,
        "grt_pass1_wl_mm": 3.933,
        "grt_util_all_layers": 0.05517,
    },
    "die": {
        "die-area_um2": 8836,
        "pin_count": 19,
        "coreArea_um2": 5205,
        "fp_util": 0.1685,
        "die_width_um": 94,
        "die_h_um": 94,
        "placementRows": 26,
    },
    "run": {
        "warnings": 26,
        "cap_viol_max_count": 0,
    },
    "clock_tree": {
        "htreeDepth": 1,
        "clkLatencyLatePin_ns": 0.25,
        "cts_tree": "done",
        "cts_hold_buf": 0,
        "numCtsBuffers": 3,
        "clockBufferDepth": 2,
        "post_cts_resized": 0,
        "clock_sinks": 17,
        "clk_pin_slew_worst_paths_ns": 0.07,
        "cts_setup_buffers": 0,
        "cts_root_buf": "clkbuf_8",
    },
    "place": {
        "port-buffer-count": 18,
        "gp_congestion": 0.8606,
        "dp_hpwl_mm": 1.791,
    },
}
sequential cells by signal (all words and copies together) (netlist names):
signal / count
address_o: 10
load_inputs: 1
load_weights: 1
ren: 1
store_outputs: 1
waiting_valid: 1
wen: 1
work_in_progress: 1
placed cells by master (no fill, tap or decap), types with 2 or more instances in the layout:
cell type / count
a21oi_1: 10
clkbuf_8: 3
clkdlybuf4s50_1: 18
dfxtp_1: 16
ha_1: 2
inv_1: 4
nand2_1: 9
nand2b_1: 3
nand3_1: 6
nand4_1: 4
nor2_1: 6
nor3_1: 3
nor3b_1: 2
o21ai_0: 6
or3_1: 5
xnor2_1: 2
xor2_1: 3
final timing paths:
kind / start / end / slack (ns) / depth (start not counted)
worst min-delay path: wen / wen / 0.46 / 2
worst max-delay path: valid_out / address_o[1] / 1.35 / 5
worst max register to register: address_o[0] / waiting_valid / 1.56 / 6
worst min register to register: wen / wen / 0.46 / 2
cell type report:
cell class,instances,share of cell area
sequential,17,0.2963
clock inverter,1,0.004233
multi-input combinational,77,0.4254
clock buffer,3,0.03492
tap,70,0.07407
timing repair buffer,18,0.1524
inverter,4,0.01270
synthesized netlist by cell type, drive strengths merged:
cell type	n	area share
a2111o	1	0.013
a2111oi	1	0.031
a211oi	2	0.023
a21o	1	0.0086
a21oi	10	0.057
and3	2	0.016
and4	1	0.010
and4bb	1	0.014
buf	1	0.0057
clkbuf	1	0.0043
dfxtp	16	0.37
edfxtp	1	0.034
ha	2	0.029
inv	4	0.017
nand2	10	0.046
nand2b	3	0.021
nand3	6	0.034
nand4	4	0.029
nor2	6	0.026
nor3	3	0.017
nor3b	2	0.017
nor4b	1	0.017
o21ai	6	0.034
o311ai	1	0.010
o31ai	1	0.0086
o41ai	1	0.010
or2	1	0.0071
or3	5	0.036
or3b	1	0.010
xnor2	2	0.020
xor2	3	0.030
metal layers:
| metal | global-route usage | vias up | wire length (um) |
|---|---|---|---|
| met3 | 0.02989 | 2 | 230 |
| li1 | - | 410 | - |
| met5 | 0 | - | 0 |
| met2 | 0.08353 | 13 | 1015 |
| met1 | 0.07077 | 365 | 1078 |
| met4 | 0.003797 | 0 | 17 |
kinds of logic after synthesis:
group           after synthesis
buf+inv                       6
simple gates                 46
flops                        17
compound gates               24
xor+xnor                      5
fa+ha+maj                     2
stage by stage:
| stage | area, um2 | cells | power, mW | setup WS, ns |
|---|---|---|---|---|
| 5_1_grt | 1182 | 190 | 0.4226 | 1.221 |
| 3_5_place_dp | 1136 | 186 | 0.2601 | 1.125 |
| 2_1_floorplan | 877.1 | 100 | 0.2405 | 1.700 |
| 6_report | 1182 | 190 | 0.4055 | 1.349 |
| 4_1_cts | 1182 | 190 | 0.4138 | 1.369 |
| 3_3_place_gp | 1136 | 186 | 0.2600 | 1.127 |
power groups by stage:
| stage | registers (mW) | logic [mW] | clock network (mW) |
|---|---|---|---|
| final | 0.215 | 0.0402 | 0.150 |
| after CTS | 0.215 | 0.0408 | 0.158 |
| after global routing | 0.216 | 0.0450 | 0.161 |
worst max-delay path: cells and delay by family:
family	cells	cell delay, ns
buffers and inverters	1	0.63
AND/OR/NAND/NOR	2	0.49
AND-OR/OR-AND	2	0.42
Power figures rest on the tool's default switching activity, not on a simulated workload.
